## ./design.v

```verilog
module ACC(
	input 			Clk,
	input 			Reset,
	input 			Load,
	input 	[7:0] 	Data_In,
	output 			Done,
	output 	[7:0]	ACC_Out
	);
wire [4:0]	ACC_Ctrl;
wire 		Count_Reg_judge;
ConTrolPath ConTrolPath_inst(
	.Clk 				(Clk),
	.Reset 				(Reset),
	.Load 				(Load),
	.Count_Reg_judge 	(Count_Reg_judge),
	.Done 				(Done),
	.ACC_Ctrl 			(ACC_Ctrl)
	);
Data_Path Data_Path_inst(
	.Data_In 			(Data_In),
	.Clk 				(Clk),
	.Reset 				(Reset),
	.ACC_Ctrl 			(ACC_Ctrl),
	.ACC_Out 			(ACC_Out),
	.Count_Reg_judge 	(Count_Reg_judge)
	);
endmodule
module ConTrolPath(
	input 				Clk,
	input 				Reset,
	input 				Load,
	input 				Count_Reg_judge,
	output reg			Done,
	output reg	[4:0]	ACC_Ctrl
	);
reg 	[4:0]	c_state; 	 
reg 	[4:0]	n_state;	 
localparam IDLE = 5'b00001; 	 
localparam S1 	= 5'b00010;		 
localparam S2 	= 5'b00100;		 
localparam S3 	= 5'b01000;		 
localparam S4 	= 5'b10000;		 
always @(posedge Clk or negedge Reset) begin
	if (!Reset) begin
		c_state <= IDLE;  
	end
	else begin
		c_state <= n_state;
	end
end
always @(*) begin
	if (!Reset) begin
		ACC_Ctrl = 5'b00;  
		n_state = IDLE;
	end
	else begin
		case(c_state)
			 	IDLE:	
			 		begin
			 			if (Load) begin
			 				n_state = S1;
			 			end
			 			else begin
			 				n_state = IDLE;
			 			end
			 		end	
				S1 	:
					begin
						n_state = S2;			
					end		
				S2 	:
					begin
						n_state = S3;	
					end		
				S3 	:
					begin
						if (!Count_Reg_judge) begin
							n_state = S4;
						end
						else begin
							n_state = S2;
						end
					end
				S4 	:
					begin
						n_state = S4;				
					end			
				default:n_state = IDLE;
		endcase
	end
end
always @(posedge Clk or negedge Reset) begin
	if (!Reset) begin
		ACC_Ctrl 	<= 5'b00000;
		Done		<= 0;
	end
	else if (n_state == IDLE) begin
		ACC_Ctrl 	<= 5'b00000;
		Done		<= 0;
	end
	else if (n_state <= S1) begin
		ACC_Ctrl	<= 5'b10111;
		Done		<= 0;
	end
	else if (n_state <= S2) begin
		ACC_Ctrl	<= 5'b01111;
		Done		<= 0;
	end
	else if (n_state <= S3) begin
		ACC_Ctrl	<= 5'b10100;
		Done		<= 0;
	end
	else if (n_state <= S4) begin
		ACC_Ctrl	<= 5'b11111;
		Done		<= 1;
	end
end
endmodule
module Data_Path(
	input 		[7:0]	Data_In,
	input 				Clk,
	input 				Reset,
	input 		[4:0]	ACC_Ctrl,
	output reg 	[7:0]	ACC_Out,
	output  			Count_Reg_judge
	);
reg 	[7:0]	Count_Reg;
wire 	[7:0]	ADD;
wire 	[7:0]	mux1;
wire 	[7:0]	mux2;
wire 	[7:0]	mux3;
wire 	[7:0]	mux4;
wire 	[7:0]	mux5; 		
assign mux1 = ACC_Ctrl[0]? ACC_Out : Count_Reg;
assign mux2 = ACC_Ctrl[1]? Data_In : 8'b11111111;
assign mux3 = ACC_Ctrl[2]? ADD		  : 5'b0;
assign mux4 = ACC_Ctrl[3]? Count_Reg : mux3;
assign mux5 = ACC_Ctrl[4]? ACC_Out    : mux3;
assign ADD 	= mux1 + mux2;
assign Count_Reg_judge = |Count_Reg;
always @(posedge Clk) begin
	ACC_Out   <= mux5;
	Count_Reg <= mux4;
end
endmodule
```

## ./run.sh

```bash
#!/bin/bash
# OpenROAD 26Q1-2900-gdf79404cd8, Yosys 0.63+post, stock flow scripts
make -C /OpenROAD-flow-scripts/flow DESIGN_CONFIG=/design/flow/config.mk WORK_HOME=/design/flow/orfs finish
```

## ./config.mk

```make
export PLATFORM = sky130hd
export DESIGN_NAME = ACC
export DESIGN_NICKNAME = ACC
export VERILOG_FILES = /design/flow/design.v
export SDC_FILE = /design/flow/constraint.sdc
export NUM_CORES = 4
export LEC_CHECK = 1
export CORE_AREA = 10 10 70 70
export DIE_AREA = 0 0 80 80
```

## ./constraint.sdc

```tcl
current_design ACC

set clk_period 1.1
set clk_io_pct 0.2

create_clock -name clk0 -period $clk_period [get_ports {Clk}]

set non_clock_inputs [all_inputs -no_clocks]
set_input_delay [expr $clk_period * $clk_io_pct] -clock clk0 $non_clock_inputs
set_output_delay [expr $clk_period * $clk_io_pct] -clock clk0 [all_outputs]
```

==> flow.log <==
[report] implementation figures
[metrics] Port Buf Inserts: 3
[metrics] Routed Wire Length: 553 um
[metrics] count of cells along the worst register-to-register path: 2
[metrics] clock tree root buffer cell: clkbuf_4
[metrics] required arrival time at the worst endpoint: 1270 ps
[metrics] core footprint: 3420 um^2
[metrics] worst endpoint data arrival time: 1200 ps
[metrics] Max-area cell share: 0.439
[metrics] number of global-route vias before repair: 218
[metrics] maximum number of pins on one net before global-route repair: 7
[metrics] Slew Viols, Final: 0
[metrics] CTS H-Tree Depth: 1
[metrics] first-pass GRT wire length: 903 um
[metrics] chip area estimate from yosys synthesis: 285 um^2
[metrics] Net Sw Frac: 0.217
[metrics] routability congestion estimate: 0.639
[metrics] number of antenna cells inserted: 0
[metrics] cell total after placement: 77
[metrics] Post-Layout Cell Count: 81
[metrics] Post-synth seq share: 0.531
[metrics] path type of the worst min-delay path: in -> async
[metrics] overall via count from detail_route: 185
[metrics] maximum fanout along the worst path: 4
[metrics] HPWL after DPL: 422 um
[metrics] yosys cell count: 27
[metrics] clock tree from TritonCTS: yes
[metrics] WHS: 374 ps
[metrics] post-detailed-route wirelength per cell: 6.83 um
[metrics] sort of element at the end of the critical path: flop
[metrics] area of all sequential standard cells: 151 um^2
[metrics] clock transition at the registers of the reported paths: 50 ps
[metrics] Pre-antenna DRT Iters: 2
[metrics] Synth-to-Final Area Change: 37.3%
[metrics] total congestion overflow after global routing: 0
[metrics] overall die width: 80 um
[metrics] DRC violation count after routing: 0
[metrics] number of rows in the core area: 21
[metrics] CTS Sinks: 6
[metrics] setup violators final: 0
[metrics] number of max-cap violations: 0
[metrics] post-placement setup slack: -92.0 ps
[metrics] Synth flops: 6
[metrics] routed wl met3: 62 um
[metrics] sequential fraction of design power: 0.474
[metrics] Worst Setup Path Type: reg -> reg
[metrics] insertion delay of the later-clocked pin in the worst-skew pair: 250 ps
[metrics] clk_skew: 12.4 ps
[metrics] count of pins on the block boundary: 20
[metrics] vertical die dimension: 80 um
[metrics] GR Util All Layers: 0.0181
[metrics] stage-log warning count: 33
[metrics] period utilization: 0.940
[metrics] Die Footprint: 6400 um^2
[metrics] Antenna Nets Post-Route: 0
[metrics] fraction of final layout cells sized beyond drive strength 1: 0.286
[metrics] DRT met1 WL: 245 um
[metrics] Final Hold Vio Count: 0
[metrics] pwr dens: 1290 nW/um^2
[metrics] leading post-synthesis cells by cell area: dfrtp_1, buf_4, dfstp_2
[metrics] post-layout worst setup margin: 66.1 ps
[metrics] setup repair bufs after CTS: 0
[metrics] 1st-iter DRT viols: 2
[metrics] largest area contributor in the synthesized netlist: dfrtp_1
[metrics] Switching Power: 0.000109 W
[metrics] initial core utilization: 0.0835
[metrics] internal cell power: 0.000395 W
[metrics] clock share of power: 0.442
[metrics] hold bufs inserted after CTS: 0
[metrics] vias per inst: 2.28
[metrics] outcome: finished, final reports clean
[metrics] relative contribution of combinational cells to total power: 0.084
[metrics] maximum clock frequency: 967 MHz
[metrics] maximum clock path buffer count: 2
[metrics] YS warnings: 12
[metrics] leakage dissipation: 0.178 nW
[metrics] total clock buffers created by CTS: 3
[metrics] mean instance size in the synthesized netlist: 10.6 um^2
[metrics] highest metal layer used by the detailed router: met3
[metrics] time the final worst path needs with I/O delays and setup: 1030 ps
[metrics] antenna violations before repair: 0
[metrics] sum of met2 wire segment lengths after detailed routing: 245 um
[metrics] startpoint type of the worst setup path: flop
[metrics] fill cell total of the finished layout: 410
[metrics] distinct lib cells: 14
[metrics] logic area: 104 um^2
[metrics] maximum resistive drop on vdd: 0.550 mV
[metrics] netlist area before placement: 285 um^2
[metrics] Post-Syn Instances: 27
[logic make-up after synthesis]
kind of cell | share of synthesized area
compound gates | 0.101
buf+inv | 0.237
flops | 0.531
other cells | 0.0131
simple gates | 0.118
[placed cells by master (no fill, tap or decap)]
cell type	count
and3_1	1
or3_4	1
clkbuf_1	1
and2_1	1
and2_2	1
o21ba_2	1
buf_4	2
clkbuf_4	3
o21ai_0	1
a221oi_2	1
o21ai_1	1
conb_1	8
clkdlybuf4s50_1	2
clkdlybuf4s15_1	1
dfrtp_1	5
nor2_1	2
inv_1	2
dfstp_2	1
[worst paths after layout]
path | from | endpoint | slack (ps)
min in group clk0 | ConTrolPath_inst.c_state[0] | ConTrolPath_inst.c_state[0] | 480
hold / removal | Reset | ConTrolPath_inst.Done | 370
setup / recovery | ConTrolPath_inst.c_state[0] | ConTrolPath_inst.Done | 70
hold reg to reg | ConTrolPath_inst.c_state[0] | ConTrolPath_inst.c_state[0] | 480
setup reg to reg | ConTrolPath_inst.c_state[0] | ConTrolPath_inst.Done | 70
max in group asynchronous | Reset | ConTrolPath_inst.c_state[0] | 520
[timing repair]
| item | in CTS | in global routing |
|---|---|---|
| gates resized | 2 | 2 |
| setup endpoints to repair | 1 | 1 |
| pin swaps | 0 | 2 |
| endpoints found under the hold margin | 0 | 0 |
[cell type report]
cell class              count  area share
repair buffers              5       0.115
well taps                  46       0.147
flip-flops and latches      6       0.387
multi-input cells          18       0.265
inverters                   2      0.0192
clock buffers               4      0.0671
[layer usage]
layer	vias up	track usage
met5	-	0
met3	0	0.0170
met2	10	0.0233
met1	88	0.0215
met4	0	0.00352
li1	87	-
[state kept, by name (all words and copies together) (netlist names)]
| name | flops |
|---|---|
| ConTrolPath_inst.c_state | 5 |
| ConTrolPath_inst.Done | 1 |
[power groups by stage]
stage	combinational, W	clock (W)	sequential [W]
final	0.0000425	0.000223	0.000239
after global routing	0.0000501	0.000249	0.000240
after CTS	0.0000391	0.000230	0.000238
[critical path: stages, from the launching register on]
cell,delay (ps)
dfstp_2,370
or3_4,380
a221oi_2,210
[stage by stage]
| stage | utilization | power, W | area [um^2] | TNS (ps) |
|---|---|---|---|---|
| 2_1_floorplan | - | 0.000273 | 312 | 0 |
| 3_3_place_gp | 0.104 | 0.000278 | 354 | -15.6 |
| 3_5_place_dp | 0.104 | 0.000281 | 354 | -92.0 |
| 4_1_cts | 0.111 | 0.000507 | 380 | 0 |
| 5_1_grt | 0.115 | 0.000539 | 392 | -4.80 |
| 6_report | 0.115 | 0.000504 | 392 | 0 |
[synthesized netlist by cell type (all sizes together)]
cell type / instances
inv: 2
o21ai: 2
dfrtp: 5
or3: 1
and3: 1
nor2: 2
and2: 2
buf: 8
o21ba: 1
conb: 1
a221oi: 1
dfstp: 1
Power figures rest on the tool's default switching activity, not on a simulated workload.
