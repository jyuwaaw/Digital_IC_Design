===== flow/run.sh =====
#!/bin/bash
# OpenROAD 26Q1-2900-gdf79404cd8, Yosys 0.63+post, stock flow scripts
make -C /OpenROAD-flow-scripts/flow DESIGN_CONFIG=/design/flow/config.mk WORK_HOME=/design/flow/orfs finish

===== flow/config.mk =====
export PLATFORM = sky130hd
export DESIGN_NAME = advhw7_3_PCS_demo
export DESIGN_NICKNAME = advhw7_3_PCS_demo
export VERILOG_FILES = /design/flow/design.v
export SDC_FILE = /design/flow/constraint.sdc
export NUM_CORES = 4
export LEC_CHECK = 1
export CORE_AREA = 10 10 103 103
export DIE_AREA = 0 0 113 113

===== flow/constraint.sdc =====
current_design advhw7_3_PCS_demo

set clk_period 2.2
set clk_io_pct 0.2

create_clock -name clk0 -period $clk_period [get_ports {clk1}]

set non_clock_inputs [all_inputs -no_clocks]
set_input_delay [expr $clk_period * $clk_io_pct] -clock clk0 $non_clock_inputs
set_output_delay [expr $clk_period * $clk_io_pct] -clock clk0 [all_outputs]

===== flow/design.v =====
module advhw7_3_PCS_demo(
    input b_in,
    input clk1,
    input rst,
    output frame_clk,
    output req,
    output reg [3:0] data
);
reg	reg_buffer;			 
reg	ena;
reg	cnt, clk_F;
reg	[3:0]	data_valid;	 
reg	[4:0]	cs,ns;	 
reg	[6:0]	data_temp;	 
parameter	IDLE = 5'b00000, s0 = 5'b00001, s1 = 5'b00010, s2 = 5'b00011, s3 = 5'b00100,s4 = 5'b00101;
parameter	s5 = 5'b00110, s6 = 5'b00111, s7 = 5'b01000, s8 = 5'b01001,s9 = 5'b01010, s10 = 5'b01011;
parameter	s11 = 5'b01100, s12 = 5'b01101, s13 = 5'b01110, s14 = 5'b01111,s15 = 5'b10000, s16 = 5'b10001;
always @(posedge clk1 or posedge rst)
begin
	if(rst)
		cnt <= 1'b0;
	else if(cnt == 1)
		cnt <= 1'b0;
	else	
		cnt <= cnt + 1'b1;
end
always @(posedge clk1 or posedge rst)
begin
	if(rst)
		clk_F <= 1'b0;
	else if(cnt == 1)
		clk_F <= ~clk_F;
	else
		clk_F <= clk_F;
end
assign frame_clk = clk_F;
always @(posedge clk1 or posedge rst)
begin
	if(rst)
		cs <= IDLE;
	else
		cs <= ns;
end
always @(*)
begin
	ns = IDLE;
case(cs)
	IDLE	:	
		begin
			if(rst)
				ns = IDLE;
			else
				ns = s0;
		end
	s0:
		begin
			if(b_in)
				ns = s1;
			else
				ns = s0;
		end
	s1:
		begin
			if(b_in)
				ns = s2;
			else
				ns = s0;
		end
	s2:
		begin
			if(b_in)
				ns = s3;
			else
				ns = s0;
		end
	s3:
		begin
			if(b_in)
				ns = s4;
			else
				ns = s0;
		end
	s4	:	ns = s5;
	s5	:	ns = s6;
	s6	:	ns = s7;
	s7	:	ns = s8;
	s8	:	ns = s9;
	s9	:	begin
		if(data_temp [3:0] == 4'b1111)	
			ns = s14;
		else
			ns = s10;
	end
	s10	:	begin
		if(data_temp [3:0] == 4'b1111)
			ns = s15;
		else
			ns = s11;
	end
	s11	:	begin
		if(data_temp [3:0] == 4'b1111)
			ns = s16;
		else
			ns = s12;
	end
	s12	:	begin
		if(data_temp [3:0] == 4'b1111)
			ns = s13;
		else
			ns = s9;
	end
	s13	:	ns = s14;
	s14	:	ns = s15;
	s15	:	ns = s16;
	s16	:	begin
		if({data_temp[2:0], b_in} == 4'b1111)
			ns = s4;
		else if({data_temp[1:0], b_in} == 3'b111)
			ns = s3;
		else if ({data_temp[0], b_in} == 2'b11)
			ns = s2;
		else
			ns = s0;	 
	end
endcase
end
always @(posedge clk1 or posedge rst)
begin
	if(rst)
		begin
			data_temp <= 7'b000_0000;
			ena <= 1'b0;
		end
	else
		begin
				case(ns)	
					s4		:	begin
									data_temp	<=	{data_temp[5:0], b_in};
									ena <= 1'b0;
									end
					s12	:	begin
									data_temp	<=	{data_temp[5:0], b_in};
									ena <= 1'b1;
									data_valid	<=	data_temp[6:3];	 
									end
					s16	:	begin
									data_temp	<=	{data_temp[5:0], b_in};
									ena <= 1'b0;
									end
					default	:	begin
												data_temp = {data_temp[5:0], b_in};
											end
				endcase
		end
end
always @(posedge clk_F or posedge rst)
begin
	if(rst)
		begin
			data	<=	4'b0000;
			reg_buffer	<=	1'b0;
		end
	else if(ena)
		begin
			data	<=	data_valid;
			reg_buffer	<=	1'b1;		 
		end
	else
		begin
			data	<= data;
			reg_buffer	<=	1'b0;
		end
end
assign req	=	clk_F	&	reg_buffer;		 
endmodule

==> results.json <==
{
  "drt_iter0_drc": 72,
  "grt_pass1_wl_mm": 3.939,
  "cts_inserted_buffers": 5,
  "grt_usage_pct": 3.675,
  "num_rows": 33,
  "hpwl_mm": 1.596,
  "arrival_ns": 2.02,
  "met3_usage_pct": 1.976,
  "path_class": "in -> reg",
  "gp_congestion": 0.8480,
  "initial_core_util_pct": 15.97,
  "yosys_area_um2": 1325,
  "gr-total-overflow": 0,
  "warning_count": 25,
  "port_buffers": 8,
  "simple_gate_area_share_pct": 13.03,
  "lay_top_count": "dfrtp_1",
  "syn-cell-area_um2": 1325,
  "r2r-end": "data_valid[2]$_DFFE_PP_",
  "top_usage_layer": "met1",
  "synth-warning-count": 1,
  "cp.required_ns": 2.19,
  "finalWorstSetupSlack_ns": 0.1684,
  "fin_crit_sh_pct": 92.35,
  "yosys_cells": 96,
  "min_from": "data_temp[4]$_DFF_PP0_",
  "grt_pass1_vias": 802,
  "powerDensity_nw_per_um2": 770.0,
  "synthMuxAreaShare_pct": 3.399,
  "avgViaCountPerCell": 3.448,
  "aoi_share_pct": 9.348,
  "coreArea_um2": 8299,
  "leakagePower_nw": 0.7417,
  "rsz0062_at_grt": "no",
  "antenna_left": 0,
  "holdPathEnd": "data_temp[5]$_DFF_PP0_",
  "syn_inst": 96,
  "grt_max_degree": 35,
  "wl_per_cell_um": 9.837,
  "skew_ns": 0.004256,
  "root_buffer": "clkbuf_8",
  "grtUsageMet2_pct": 4.992,
  "met1_usage_pct": 5.094,
  "place_ws_ns": -0.1418,
  "area_delta_synth_final_pct": 24.74,
  "wirelength_mm": 2.174,
  "hold_depth": 0,
  "ys_seq_share_pct": 71.48,
  "fmax_ghz": 0.4922,
  "drt-pass1-iter-count": 4,
  "setup_viol": 0,
  "maxSlewViolCount": 0,
  "io_pins": 9,
  "drive_above_1_share_pct": 15.52,
  "ys_types": 29,
  "die_y_um": 113,
  "xor_share_pct": 1.322,
  "place_area_um2": 1570,
  "topCombFamilyByArea": "simple AND/OR/NAND/NOR gates",
  "max_cap_viol_count": 0,
  "remaining_drc_errors": 0,
  "r2r-start": "cs[10]$_DFF_PP0_",
  "worst_pin_slew_ns": 0.3984,
  "post_cts_buffers": 0,
  "period_needed_ns": 2.032,
  "dieArea_um2": 12770,
  "cts_max_path_buffers": 2,
  "max-slew-margin-rel_pct": 73.44,
  "crit_path_end_kind": "register",
  "cts_hold_buffers": 0,
  "untimed_endpoints": 9,
  "fin_area_um2": 1653,
  "clk_latency_ns": 0.28,
  "power_w": 0.001273,
  "ys_sh_adder_pct": 0,
  "post_cts_resized": 0,
  "ir_worst_vdd_mv": 0.2097,
  "dpl.cell_count": 213,
  "outcome": "complete, no violations",
  "clkTransAtPathRegs_ns": 0.06,
  "r2r_setup_slack_ns": 0.24,
  "unclocked_regs": 5,
  "cp_max_fo": 7,
  "fp.dieW_um": 113,
  "antennaDiodeCount": 0,
  "ff2ff_path_depth": 5,
  "hold_viol_final": 0,
  "synth_flops": 37,
  "start_kind": "input port",
  "vias": 762,
  "cts_tree": "built",
  "avgSynthCellArea_um2": 13.80,
  "stdcell_count": 221,
  "antenna_found_initial": 0,
  "final_cell_mix": "dfrtp_1, nor2_1, clkdlybuf4s50_1",
  "htree_levels": 2,
  "hp-class": "reg -> reg"
}
flip-flops by register name, summed over array words and instances (netlist names):
signal / flops
cs: 18
data_temp: 7
data: 4
data_valid: 4
clk_F: 1
cnt: 1
ena: 1
reg_buffer: 1
layer usage:
layer | vias to the layer above | share of wire (%)
met5 | - | 0
met4 | 0 | 2.0
met3 | 5 | 8.7
met2 | 16 | 41
met1 | 359 | 48
li1 | 382 | -
synthesized netlist by cell type:
cell	instances	share of area [%]
a21o_1	4	2.3
a221o_1	1	0.76
a41oi_1	1	0.66
and2_1	6	2.8
and3_1	1	0.47
and3b_1	1	0.66
and4_1	1	0.66
dfrtp_1	32	60
dfstp_2	1	2.0
edfxtp_1	4	9.1
inv_1	5	1.4
mux2_2	4	3.4
nand2_1	1	0.28
nand3_1	2	0.76
nand4_1	1	0.47
nor2_1	10	2.8
nor2b_1	3	1.4
nor3_1	2	0.76
nor4_1	2	0.94
o2111ai_1	1	0.66
o2111ai_2	1	1.1
o211ai_1	1	0.57
o21ai_0	3	1.1
o21ai_1	1	0.38
o21bai_1	1	0.57
o22ai_1	1	0.47
o32a_1	1	0.76
or3_1	2	0.94
xor2_1	2	1.3
power by group:
part | total, W | switching [W] | internal (W)
Sequential | 0.000683 | 0.0000408 | 0.000643
Combinational | 0.000183 | 0.0000788 | 0.000104
Clock | 0.000406 | 0.000185 | 0.000221
Total | 0.00127 | 0.000305 | 0.000968
metrics by stage:
| step | setup TNS, ns | hold WS, ns | util (%) |
|---|---|---|---|
| 2_1_floorplan | 0 | 0.3494 | - |
| 3_3_place_gp | -0.3788 | 0.3610 | 18.92 |
| 3_5_place_dp | -0.5672 | 0.3621 | 18.92 |
| 4_1_cts | 0 | 0.3779 | 19.90 |
| 5_1_grt | 0 | 0.3865 | 19.92 |
| 6_report | 0 | 0.3755 | 19.92 |
cell families after synthesis:
| family | after synthesis |
|---|---|
| muxes | 4 |
| and+or+nand+nor | 32 |
| xor gates and xnor gates | 2 |
| AOI/OAI and AO/OA | 16 |
| DFF | 37 |
| buffers and inverters | 5 |
final cells by class:
class	count	area, µm²
Clock buffer	7	76.32
Sequential cell	37	947.2
Inverter	5	22.52
Tap cell	105	131.4
Clock inverter	1	5.005
Multi-Input combinational cell	54	360.3
Timing Repair Buffer	12	110.1
Fill cell	878	6646
critical path, stage by stage:
cell and delay, ns:
clkdlybuf4s50_1 0.58, nand3_1 0.10, o2111ai_1 0.21, o2111ai_2 0.13, nor3_1 0.27, and3_2 0.28
how the worst max path moves through the flow:
stage                 startpoint                      end  cells past startpoint
after CTS                   b_in  data_valid[2]$_DFFE_PP_                      6
after global routing        b_in  data_valid[2]$_DFFE_PP_                      6
final                       b_in  data_valid[2]$_DFFE_PP_                      6
Power and IR drop assume default switching activity.
